==> run.sh <==
#!/bin/bash
# OpenROAD 26Q1-2900-gdf79404cd8, Yosys 0.63+post, stock flow scripts
make -C /OpenROAD-flow-scripts/flow DESIGN_CONFIG=/design/flow/config.mk WORK_HOME=/design/flow/orfs finish
==> config.mk <==
export PLATFORM = sky130hd
export DESIGN_NAME = conv
export DESIGN_NICKNAME = conv
export VERILOG_FILES = /design/flow/design.v
export SDC_FILE = /design/flow/constraint.sdc
export NUM_CORES = 4
export LEC_CHECK = 1
export CORE_UTILIZATION = 30
==> constraint.sdc <==
current_design conv

set clk_period 9.5
set clk_io_pct 0.2

create_clock -name clk0 -period $clk_period [get_ports {clk}]

set non_clock_inputs [all_inputs -no_clocks]
set_input_delay [expr $clk_period * $clk_io_pct] -clock clk0 $non_clock_inputs
set_output_delay [expr $clk_period * $clk_io_pct] -clock clk0 [all_outputs]
==> design.v <==
`timescale 1ns / 1ps
module conv( input clk, input data_in, input [1:0]row_in, input [1:0]col_in,
input signed [7:0]data, output reg signed [7:0]out );
reg [7:0]x[2:0][2:0];
reg signed [3:0]kernel[2:0][2:0]; 
integer m,n,sum;
initial begin
     kernel[0][0]= 1;
	  kernel[0][1]= 2;
	  kernel[0][2]= 1;
	  kernel[1][0]= 0;
	  kernel[1][1]= 0;
	  kernel[1][2]= 0;
	  kernel[2][0]= -1;
	  kernel[2][1]= -2;
	  kernel[2][2]= -1;
end
always @(posedge clk) begin
if (data_in == 1) begin
x[row_in][col_in] = data;
end
else if (data_in == 0) begin
sum = 0;
for (m = 0 ; m <= 2 ; m = m + 1) begin
for (n = 0 ; n <= 2 ; n = n + 1) begin 
sum = sum + x[m][n]*kernel[2-m][2-n];
end
end
out = sum;
end
if (sum > 255 ) begin
out = 255 ;
end
if (sum < 0 ) begin
out = 0 ;
end 
end
endmodule 
==> results_slide.txt <==
Physical Implementation Snapshot

Clock network
  – CTS tree: yes
  – Post-CTS Setup Inserts: 0
  – Clock Tree Buf Depth: 2
  – TritonCTS buffer count: 9
  – Worst-path clk slew: 0.06 ns
  – CTS resizes: 0
  – # hold bufs at CTS: 0
  – H-tree Lvls: 3
  – Clock sinks: 80
  – Worst skew pair latency: 0.34 ns
  – CTS root buf: clkbuf_16

Placed design
  – GPL Wtd Cong: 0.846
  – Input/output buffers: 21
  – DPL Wire Length: 9050 um
  – Pre-CTS setup slack: 2.37 ns

Drt
  – ANT cells: 0
  – Drt first pass iters: 4
  – Post-Route WL: 10900 um
  – Top Metal Used: met4
  – DR DRC count: 0
  – Initial DRC count: 131
  – WL per Instance: 12.8 um
  – DR WL met2: 5110 um
  – M1 WL: 4950 um
  – DRT antenna net count: 0
  – Routed met3 length: 674 um
  – Vias per cell: 4.21
  – Vias post-DR: 3586

Run status
  – Status: finished clean

Yosys
  – Share of flip-flops with an asynchronous set or reset: 0%
  – Yosys reg bits: 80
  – Avg Cell Area, Syn: 11.8 um2
  – Post-synthesis chip area from yosys: 0.00639 mm2
  – Yosys Warn Count: 2
  – Yosys top cell area share: 28.2%
  – Top_reg_cell synth: edfxtp_1
  – Area leader, netlist: fa_1
  – Mapped Area: 0.00639 mm2
  – Post-synth cell types: 40
  – Yosys cell count: 541
  – Synth Instances: 541
  – Post-synth EDFFs: 48
  – Synth area leaders: fa_1 (28%), edfxtp_1 (23%), ha_1 (17%)
  – Synth Seq Share: 32.6%

Critical path
  – CP most frequent cell: fa_1
  – Crit path DAT: 7.29 ns
  – CP endpoint kind: register
  – Critical setup path kind: reg -> reg
  – Top fanout value on the critical path: 8
  – Worst path cell trace: inv_1 > fa_1 > fa_1 > inv_1 > fa_1 > fa_1 > fa_1 > inv_1 > fa_1 > fa_1 > fa_1 > inv_1 > ha_1 > nor2b_4 > o31a_1 > o211a_1 > o21a_1 > o31a_1 > nor4_4 > a31oi_1
  – Logic depth of the worst register-to-register path: 20
  – Worst path required time: 9.69 ns
  – Worst Setup Start Kind: register
  – Critical-path top delay cell: fa_1
  – FF-to-FF Start: x[7][4]$_DFFE_PP_
  – Worst R2R End: out[1]$_SDFFE_PP0P_
  – R2R setup slack: 2.40 ns
  – Slowest stage delay, CP: 0.55 ns

Final timing
  – Crit path time final: 7.10 ns
  – Setup violations, final: 0
  – Fmax: 0.141 GHz
  – Post-route clock period utilization: 74.8%
  – Setup TNS: 0 ns
  – Setup ws final: 2.40 ns
  – Fin. Hold Viols: 0
  – Final hold slack: 0.450 ns
  – Max-slew violations: 0
  – RSZ-0062 raised after global routing: false
  – Worst-Margin Slew: 0.844 ns
  – Worst clock skew: 0.00880 ns
  – Relative slew slack: 43.5%

Die
  – Init Core Util: 30.5%
  – Cell Rows: 53
  – Die Span Y: 148 um
  – Chip area: 0.0219 mm2
  – IO Count: 22
  – Die W: 148 um
  – CORE AREA: 0.0210 mm2

Worst hold path
  – Worst Hold Depth: 2
  – HP Start: sum[13]$_DFF_P_
  – Worst min-delay path class: reg -> reg
  – Worst Hold Path EP: sum[13]$_DFF_P_

Job
  – Max cap viols: 0
  – Tool warnings: 33

GRT
  – First-pass GRT wire length: 18900 um
  – Congestion Overflow GR: 0
  – Tot GR Track Use: 11.5%
  – Vias in the first global route: 3798
  – Antenna violations before repair: 0
  – Largest net degree at the start of global routing: 40

Layout
  – Util after Layout: 34.6%
  – Most frequent cells in the layout: inv_1 (151), fa_1 (90), ha_1 (87)
  – Filler cell count: 2081
  – Dominant logic cell type in the layout: inv_1
  – Synthesis-to-layout area growth: 13.5%
  – Layout cells sized above 1: 5.03%
[synth_stat cells, types with 2 or more instances]
| master | number |
|---|---|
| o21a_1 | 3 |
| and2_1 | 17 |
| mux2i_1 | 5 |
| a21o_1 | 4 |
| or3_1 | 4 |
| dfxtp_1 | 32 |
| a21oi_1 | 8 |
| xnor2_1 | 7 |
| inv_1 | 151 |
| a31oi_1 | 8 |
| o21ai_0 | 9 |
| o31a_1 | 3 |
| ha_1 | 87 |
| fa_1 | 90 |
| nand3_1 | 3 |
| nor3_1 | 5 |
| o211ai_1 | 2 |
| nor2_1 | 4 |
| mux2_2 | 3 |
| nor2b_1 | 2 |
| a211oi_1 | 2 |
| clkbuf_1 | 7 |
| edfxtp_1 | 48 |
| or2_2 | 2 |
| nor4_1 | 6 |
| nand2_1 | 14 |
| o31ai_1 | 2 |
[flip-flops by register name, summed over array words and instances (netlist names)]
| name | cells |
|---|---|
| out | 8 |
| sum | 24 |
| x | 48 |
[layout make-up]
cell class	instances	area [um2]	area share [%]
multi-input cells	303	3730	51.4
flip-flops and latches	80	2080	28.7
inverters	151	567	7.81
well taps	275	344	4.74
clock buffers	11	254	3.50
repair buffers	26	248	3.41
clock inverters	5	31.3	0.431
[logic make-up after synthesis]
family,synth area share (%)
adder cells (fa/ha/maj),45.2
buffers and inverters,9.28
AND/OR/NAND/NOR,5.69
XOR/XNOR,1.10
multiplexers,1.31
AND-OR/OR-AND,4.85
flip-flops,32.6
[per-layer routing]
layer	up-vias	track usage [%]
met4	0	1.29
met2	81	17.4
li1	1780	-
met3	12	3.91
met5	-	0
met1	1713	17.3
[stage by stage]
step,area [um2],std cells
after floorplan,6390,541
after global placement,6970,835
after detailed placement,6970,835
after CTS,7260,851
after global routing,7260,851
final,7260,851
[how the worst max path moves through the flow]
| stage | depth (start not counted) | endpoint | slack (ns) | from |
|---|---|---|---|---|
| 5_1_grt | 21 | out[1]$_SDFFE_PP0P_ | 1.98 | x[7][1]$_DFFE_PP_ |
| 4_1_cts | 21 | out[1]$_SDFFE_PP0P_ | 2.37 | x[7][1]$_DFFE_PP_ |
| 6_report | 20 | out[1]$_SDFFE_PP0P_ | 2.40 | x[7][4]$_DFFE_PP_ |
[critical path, delay by kind of cell, from the launching register on]
kind | cells | cell delay [ns]
flip-flops | 1 | 0.35
adder cells (fa/ha/maj) | 9 | 4.43
AND/OR/NAND/NOR | 2 | 0.63
AND-OR/OR-AND | 5 | 1.18
buffers and inverters | 4 | 0.33
